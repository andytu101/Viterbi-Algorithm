==> /design/flow/design.v <==
module encoder                     
(  input             clk,
   input             rst,
   input             enable_i,
   input             d_in,
   output logic      valid_o,
   output logic [1:0] d_out);
   logic         [2:0] cstate;
   logic         [2:0] nstate;
   logic               valid_oQ;   
   logic         [1:0] d_out_reg;
   always_comb begin
      valid_oQ  =   enable_i;
      case (cstate)
         3'b000: if(!d_in)  begin
               nstate    =  3'b000;
               d_out_reg =  2'b00;
            end
            else begin
               nstate    =  3'b100;
               d_out_reg =  2'b11;
            end
         3'b001: if(!d_in)  begin
               nstate    =  3'b100;
               d_out_reg =  2'b00;
            end
            else begin
               nstate    =  3'b000;
               d_out_reg =  2'b11;
            end
         3'b010: if(!d_in)  begin
               nstate    =  3'b101;
               d_out_reg =  2'b10;
            end
            else begin
               nstate    =  3'b001;
               d_out_reg =  2'b01;
            end
         3'b011:  if(!d_in) begin
               nstate    =  3'b001;
               d_out_reg =  2'b10;
            end
            else begin
               nstate    =  3'b101;
               d_out_reg =  2'b01;
            end
         3'b100:  if(!d_in)   begin
               nstate    =  3'b010;
               d_out_reg =  2'b10;
            end
            else              begin
               nstate    =  3'b110;
               d_out_reg =  2'b01;
            end
         3'b101:  if(!d_in)  begin
               nstate    =  3'b110;
               d_out_reg =  2'b10;
            end
            else       begin
               nstate    =  3'b010;
               d_out_reg =  2'b01;
            end
         3'b110:  if(!d_in)   begin
               nstate    =  3'b111;
               d_out_reg =  2'b00;
            end
            else     begin
               nstate    =  3'b011;
               d_out_reg =  2'b11;
            end
         3'b111:  if(!d_in)   begin
               nstate    =  3'b011;
               d_out_reg =  2'b00;
            end
            else      begin
               nstate    =  3'b111;
               d_out_reg =  2'b11;
            end
      endcase
   end								   
     always @ (posedge clk, negedge rst)   
     if(!rst)
       cstate   <= 'b0;
     else 
       cstate   <= enable_i? nstate : 'b0;
   always @ (posedge clk) begin
     d_out      <= enable_i? d_out_reg : 'b0;
     valid_o    <= valid_oQ;
   end
endmodule
==> /design/flow/run.sh <==
#!/bin/bash
# OpenROAD 26Q1-2900-gdf79404cd8, Yosys 0.63+post, stock flow scripts
make -C /OpenROAD-flow-scripts/flow DESIGN_CONFIG=/design/flow/config.mk WORK_HOME=/design/flow/orfs finish
==> /design/flow/config.mk <==
export PLATFORM = sky130hd
export DESIGN_NAME = encoder
export DESIGN_NICKNAME = encoder
export VERILOG_FILES = /design/flow/design.v
export SDC_FILE = /design/flow/constraint.sdc
export NUM_CORES = 4
export LEC_CHECK = 1
export CORE_AREA = 10 10 70 70
export DIE_AREA = 0 0 80 80
==> /design/flow/constraint.sdc <==
current_design encoder

set clk_period 1.5
set clk_io_pct 0.2

create_clock -name clk0 -period $clk_period [get_ports {clk}]

set non_clock_inputs [all_inputs -no_clocks]
set_input_delay [expr $clk_period * $clk_io_pct] -clock clk0 $non_clock_inputs
set_output_delay [expr $clk_period * $clk_io_pct] -clock clk0 [all_outputs]
==> GITHUB_STEP_SUMMARY <==
### Yosys + OpenROAD results

| Metric | Value |
|---|---|
| Clock latency on the worst-skew pair | between 0.2 and 0.3 ns |
| WL/cell | 8.78 um |
| Resize count post-CTS | 0 |
| Hold_buf cts | 0 |
| Gr usage total | 0.0287 |
| DRC | 0 |
| Crit path time final | between 1 and 1.5 ns |
| Final Core Density | 0.178 |
| Most instantiated logic cells after routing | 8 x mux2i_1, 8 x nor2b_1, 7 x dfrtp_1 |
| DRT Wirelength | 790 um |
| Worst Skew | 0.00111 ns |
| Worst stage delay on the critical path | 0.46 ns |
| Max-Cap Viols | 0 |
| Largest register FFs | 8 |
| Critical Path AT | 1.03 ns |
| Final Max Tran Viols | 0 |
| Routability congestion estimate | 0.746 |
| Root buffer cell | clkbuf_4 |
| Crit path max fanout | 1 |
| Ys flops | 11 |
| Synth area leader | dfrtp_1 |
| CTS tree | done |
| RSZ-0062 raised after global routing | no |
| Antenna violations before repair | 0 |
| Number of diodes | 0 |
| Worst r2r src | cstate[4]$_DFF_PN0_ |
| Total power | 570 uW |
| Share of layout cells above drive strength 1 | 0.227 |
| Rows | 21 |
| Postcts setup bufs | 0 |
| Crit Path Category | reg2out |
| 1st-iter DRT viols | 6 |
| Met3 Use GR | 0.0182 |
| Area delta synth->final | 38.2% |
| Yosys cell count | 32 |
| Met1 Track Usage GR | 0.0366 |
| Die y size | roughly 80 um |
| Place WS | 0.0756 ns |
| Setup slack after layout | around 0.17 ns |
| Fin crit share | 0.886 |
| Core Box Area | 3420 um2 |
| Io pins | 7 |
| Synth Seq Share | 0.595 |
| Crit path cell chain | clkdlybuf4s50_1 |
| Critical Path Start | valid_o$_DFF_P_ |
| Maximum buffer depth of the clock tree | 2 |
| Hold Path Class | in2async |
| Worst vdd ir | 0.251 mV |
| Yosys chip area | between 400 and 500 um2 |
| Final Hold Fails | 0 |
| Die footprint | approximately 6400 um2 |
| First-pass GRT wire length | around 1400 um |
| Crit path capture type | output pin |
| Yosys warnings | 1 |
| Pwr/cell area | 939 nW/um2 |
| Top cells by area | dfrtp_1 40%, mux2i_1 18%, dfxtp_1 14% |
| CTS HTree Levels | 1 |
| Largest net degree at the start of global routing | 10 |
| Kind of cell adding the most delay to the critical path | buffers and inverters |
| PortBufs | 6 |
| Num CTS Buffers | 3 |
| Iteration tally of the first detailed-router pass | 2 |
| OpenROAD warning count | 25 |
| Synth Cell Area | 439 um2 |
| Startpoint Class | flop |
| Slowest-stage cell, CP | clkdlybuf4s50_1 |
| Placed cell area | 581 um2 |
| Max-slew headroom | 0.759 |
| Post-route cell area | 607 um2 |
| Most used routing layer | met2 |
| Max Fclk | 752 MHz |
| Worst endpoint required time | approximately 1.2 ns |
| Final count of negative-setup-slack endpoints | 0 |
| Post-synthesis cell count | 32 |
| Clk slew on worst S/H paths | 0.06 ns |
| Synth unique cells | 10 |
| Setup_tns | 0 ns |
| Status | finished clean |
| Post-route ant nets | 0 |
| GR Util met2 | 0.0409 |
| Vias in the first global route | 315 |
| Routed vias | roughly 260 |
| Die width | 80 um |
| Leakage power | 0.259 nW |
| Pre-Place Util | 0.129 |
| Buffers & Inverters on Critical Path | 1 |
| Max-area cell share | 0.399 |
| Clock sinks | 11 |
| Global route overflow | 0 |
| Syn_area_per_cell | around 14 um2 |
| Slew @ Worst Pin | roughly 0.36 ns |
| Vias per inst | 2.87 |
## cell families (layout without fill, tap and decap cells)
| logic type | Yosys count | count (layout) | synth area share |
|---|---|---|---|
| buf+inv | 1 | 13 | 0.0256 |
| simple gates | 11 | 11 | 0.171 |
| flops | 11 | 11 | 0.595 |
| mux | 9 | 9 | 0.208 |
## final timing paths
| kind | endpoint | slack (ns) | cells past startpoint |
|---|---|---|---|
| max | valid_o | 0.17 | 1 |
| min | cstate[7]$_DFF_PN0_ | 0.31 | 1 |
| max reg2reg | d_out[1]$_SDFF_PN0_ | 0.34 | 2 |
| min reg2reg | cstate[3]$_DFF_PN0_ | 0.55 | 2 |
| max in group asynchronous | cstate[0]$_DFF_PN1_ | 0.89 | 1 |
| min in group clk0 | cstate[3]$_DFF_PN0_ | 0.55 | 2 |
## layer usage
metal	wire (um)	share of wire
met4	6	0.0076
met2	333	0.42
met3	60	0.076
met5	0	0
met1	389	0.49
## metrics by stage
stage,hold slack [ns],instances
3_5_place_dp,0.533,86
4_1_cts,0.310,90
6_report,0.310,90
5_1_grt,0.326,90
2_1_floorplan,0.00441,32
3_3_place_gp,0.515,86
## layout make-up
cell class | count | area [um2]
clock buffers | 4 | 26.3
well taps | 46 | 57.6
repair buffers | 9 | 95.1
fillers | 386 | 2810
multi-input cells | 20 | 166
flip-flops and latches | 11 | 262
## synth_stat cells (all sizes together)
master  number
mux2         1
nor4         1
dfstp        1
dfxtp        3
buf          1
mux2i        8
and2         1
dfrtp        7
nand2        1
nor2b        8
## power by group
part | internal [mW] | total [mW] | switching, mW
clock network | 0.103 | 0.193 | 0.0905
logic | 0.0404 | 0.0627 | 0.0223
registers | 0.308 | 0.314 | 0.00592
total | 0.451 | 0.570 | 0.119
Power is estimated from default activity; no workload was simulated.
